### run.sh
#!/bin/bash
# OpenROAD 26Q1-2900-gdf79404cd8, Yosys 0.63+post, stock flow scripts
make -C /OpenROAD-flow-scripts/flow DESIGN_CONFIG=/design/flow/config.mk WORK_HOME=/design/flow/orfs finish
### design.v
module regfile(data_in,writenum,write,readnum,clk,data_out);
    input [15:0] data_in;
    input [2:0] writenum, readnum;
    input write, clk;
    output reg [15:0] data_out;
    reg [15:0] R0,R1,R2,R3,R4,R5,R6,R7;  
    always @(posedge clk) begin  
        if (write) begin
            case (writenum)
                3'b000: R0 <= data_in;
                3'b001: R1 <= data_in;
                3'b010: R2 <= data_in;
                3'b011: R3 <= data_in;
                3'b100: R4 <= data_in;
                3'b101: R5 <= data_in;
                3'b110: R6 <= data_in;
                3'b111: R7 <= data_in;
                default: ;  
            endcase
        end
    end
    always @(*) begin  
        case (readnum)
            3'b000: data_out = R0;
            3'b001: data_out = R1;
            3'b010: data_out = R2;
            3'b011: data_out = R3;
            3'b100: data_out = R4;
            3'b101: data_out = R5;
            3'b110: data_out = R6;
            3'b111: data_out = R7;
            default: data_out = 16'b0;  
        endcase
    end
endmodule
### constraint.sdc
current_design regfile

set clk_period 2.6
set clk_io_pct 0.2

create_clock -name clk0 -period $clk_period [get_ports {clk}]

set non_clock_inputs [all_inputs -no_clocks]
set_input_delay [expr $clk_period * $clk_io_pct] -clock clk0 $non_clock_inputs
set_output_delay [expr $clk_period * $clk_io_pct] -clock clk0 [all_outputs]
### config.mk
export PLATFORM = sky130hd
export DESIGN_NAME = regfile
export DESIGN_NICKNAME = regfile
export VERILOG_FILES = /design/flow/design.v
export SDC_FILE = /design/flow/constraint.sdc
export NUM_CORES = 4
export LEC_CHECK = 1
export CORE_UTILIZATION = 50
==> run summary <==
Quick summary of the implementation run below.

The post-detailed-route DRC marker count came out at 0. The area fraction of the largest cell type after synthesis is 0.773. Static timing analysis puts the maximum clock frequency at roughly 400 MHz. The core box area is about 9700 um^2. The placed wire-length estimate came out at around 5800 um. For reference, the clock transition at the flip-flops on the worst setup and hold paths is 0.06 ns.

The script reports the combined buffer and inverter count of the critical path as 3. The final cell count without fillers is about 510. In this run the core area contains 36 standard-cell rows. Looking at area per cell type in the netlist, the leader is sky130_fd_sc_hd__edfxtp_1. At the worst endpoint, the arrival time is about 2 ns. The sequential standard cell area is about 3800 um^2. The largest buffer count on any clock path is 2. The share of flip-flops with an asynchronous set or reset is 0. The total detailed-routing wirelength is slightly above 9000 um.

Per the placement report, the placed cell count is between 400 and 500. The placer's final routability congestion estimate came out at about 0.78. The combinational cell area excluding buffers and inverters came out at roughly 1100 um^2. The script logs the mean routed wire length per placed instance as ~18 um. The worst setup path is of the primary input to primary output kind.

Nets still carrying antenna violations after routing amount to 0. Broken down by cell family, the worst path's largest delay share belongs to buffers and inverters. The global-route layer with the greatest usage is met1.

The switching power share of the total is 0.197. The leading cell type by number of instances after synthesis is sky130_fd_sc_hd__edfxtp_1. The run finished with clean final reports.

The synthesis report lists the most area-consuming cells as sky130_fd_sc_hd__edfxtp_1 77%, sky130_fd_sc_hd__mux2i_1 9.1%, sky130_fd_sc_hd__a211oi_1 2.4%, sky130_fd_sc_hd__o22a_1 2.3%, sky130_fd_sc_hd__nor2_1 1.9%. Buffers added to address setup during post-CTS repair amount to 0. Internal power comes to 0.00406 W. The total number of vias came out at approximately 2700. The leakage component of the power was reported as roughly 2.2 nW. The largest individual stage delay along the critical path comes from the cell sky130_fd_sc_hd__or3_4. The initial antenna violation count was 0. Buffers inserted during clock tree synthesis total 17. Synthesis inferred around 130 register bits. For this run, the register share of the synthesized area comes to 0.773.

The worst setup path startpoint is readnum[1]. The count of distinct cell types in the synthesized netlist is 21. The count of library flops with an enable pin is between 100 and 150. The number of endpoints failing setup at the final stage came out at 0. The combinational group share of total power is 0.065. The area reported by Yosys stat is between 4000 and 5000 um^2. The H-tree was split into 4 levels.

The worst ir drop on vdd came out at between 0.0005 and 0.0006 V. Dividing the synthesized area by the synthesized cell count gives 17.4 um^2. The area growth from synthesis to layout came out at 28.1%.

The post-route standard cell area excluding fillers is 6370 um^2. The first-pass iteration count of the detailed router came out at 4. The wire length of the first global-routing pass came out at 14600 um. The clock tree root driver cell is sky130_fd_sc_hd__clkbuf_8.

The die area came out at just over 10000 um^2. The part of the total power dissipated in sequential elements is 0.466. For this run, the number of Yosys warnings is 1. The remaining global-route overflow is 0.

The first-iteration detailed-routing DRC count came out at 112. The worst slew margin relative to its limit is 0.798. The height of the chip is ~100 um. The path class of the tightest hold or removal check is primary input to flip-flop. The met1 usage came out at 0.353. The post-synthesis instance total is approximately 290. The number of OpenROAD warnings is 25.

Antenna repair during routing inserted a diode count of 0. The clock period minus worst slack is 2.52 ns. STA classifies the critical path startpoint as a primary input. The maximum cell stage delay along the critical path is 0.44 ns. The layout summary lists the proportion of cells stronger than drive strength 1 as 0.198.

The combined area of all synthesized cells came out at ~5000 um^2. The worst setup path is captured at a primary output. The via count of the first global-routing pass was roughly 2800. The global-route usage over all layers came out at 0.217.

The cell sequence reported for the critical path is clkdlybuf4s15_2 -> or3_4 -> buf_4 -> o22a_1 -> clkdlybuf4s50_1. The initial standard-cell utilization of the core came out at 0.513. The number of cells in Yosys stat is approximately 290. In the synthesized netlist, the cells that appear most often are 128 x sky130_fd_sc_hd__edfxtp_1, 45 x sky130_fd_sc_hd__mux2i_1, 25 x sky130_fd_sc_hd__nor2_1, 16 x sky130_fd_sc_hd__a211oi_1. The sink count of the clock tree came out at between 100 and 150.

Entering global routing, the biggest net connects 17 pins. The startpoint identified for the worst hold timing path is data_in[1]. The overall die width came out at roughly 100 um. The switching power is 0.000996 W. The transition time at the pin with the least slew margin is just over 0.3 ns. Setup repair after global routing left no endpoint under its margin.

The met3 routing resource usage after global routing is 0.0945. For this design the ratio of total power to cell area is between 700 and 800 nW/um^2. In the finished design, the share of the clock period the worst path needs comes to 0.970. TritonCTS built the clock tree. The tally of max-capacitance violations came out at 0. Per the synth stats, the flop cell with the highest instance count is sky130_fd_sc_hd__edfxtp_1.

The part of the power in the clock network is 0.469. The required time reported for the critical path endpoint came out at around 2.1 ns. The floorplan report gives the top-level pin count as about 40. The number of fillers in the final layout is 659. The detailed-route vias per instance is approximately 5.4. The largest fanout on the critical path came out at 6. The met2 routing resource usage after global routing is 0.323.

The final-report hold violation count is 0. In the final report, the number of pins over their slew limit comes to 0. The buffer_ports step reported a buffer count of 39. The cell area after placement is ~5700 um^2.
power by group through the flow:
stage	Sequential, W	Combinational, W	Clock, W
4_1_cts	0.00236	0.000330	0.00241
5_1_grt	0.00236	0.000360	0.00249
6_report	0.00236	0.000329	0.00237
through the flow:
step	total power (W)	util	setup WS, ns	hold slack [ns]	setup TNS (ns)
global placement	0.00272	0.589	-0.322	1.25	-4.25
finish	0.00506	0.658	0.0777	0.738	0
global route	0.00521	0.658	0.00991	0.738	0
floorplan	0.00254	-	0.357	0.619	0
CTS	0.00509	0.655	0.0202	0.727	0
detailed placement	0.00272	0.589	-0.325	1.26	-4.31
sequential cells by signal, summed over array words and instances (netlist names):
| signal | flops |
|---|---|
| R0 | 16 |
| R1 | 16 |
| R2 | 16 |
| R3 | 16 |
| R4 | 16 |
| R5 | 16 |
| R6 | 16 |
| R7 | 16 |
cells in the final DEF, fill, tap and decap left out, drive strengths merged:
cell type,n
clkinvlp,4
nand3b,1
nand2b,5
bufinv,4
o22a,13
o22ai,13
nor3,3
a211oi,16
nor3b,2
edfxtp,128
mux2i,45
nor2b,1
nand2,7
nor2,25
clkinv,6
inv,1
or3,1
clkdlybuf4s50,36
clkbuf,19
nand3,2
clkdlybuf4s15,1
a21oi,5
o21ai,3
buf,33
routing by layer:
| metal | up-vias | routed length, um |
|---|---|---|
| li1 | 1290 | - |
| met1 | 1323 | 4000 |
| met2 | 102 | 4480 |
| met3 | 17 | 701 |
| met4 | 0 | 149 |
| met5 | - | 0 |
layout make-up:
class	count	share of cell area
clock buffer	17	0.0650
clock inverter	15	0.0303
multi-input combinational	142	0.167
sequential	128	0.604
tap	133	0.0261
timing repair buffer	72	0.108
cell families after synthesis:
kind of cell           synth area share
multiplexers                     0.0906
AND/OR/NAND/NOR                  0.0425
buffers and inverters            0.0221
AND-OR/OR-AND                    0.0715
flip-flops                        0.773
final timing paths:
check | slack [ns] | depth (start not counted) | endpoint
worst min-delay path | 0.74 | 1 | R7[1]
worst max-delay path | 0.08 | 5 | data_out[14]
what timing repair did:
action                                  4_1_cts  5_1_grt
pin swaps                                     0        1
hold buffers                                  0        0
resized                                      10        9
endpoints found under the setup margin       16       12
Power and IR drop assume default switching activity.
