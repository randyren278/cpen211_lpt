--- design.v ---
module ALU(Ain,Bin,ALUop,out,Z);
input [15:0] Ain, Bin;  
input [1:0] ALUop;  
output reg [15:0] out;  
output reg Z;  
always @(*) begin
    case (ALUop)
        2'b00: out = Ain + Bin;  
        2'b01: out = Ain - Bin;  
        2'b10: out = Ain & Bin;  
        2'b11: out = ~ Bin;  
        default: out = 16'b0;  
    endcase
    if (out == 16'b0) begin
        Z = 1;
    end else begin
        Z = 0;
    end
end
endmodule
--- run.sh ---
#!/bin/bash
# OpenROAD 26Q1-2900-gdf79404cd8, Yosys 0.63+post, stock flow scripts
make -C /OpenROAD-flow-scripts/flow DESIGN_CONFIG=/design/flow/config.mk WORK_HOME=/design/flow/orfs finish
--- config.mk ---
export PLATFORM = sky130hd
export DESIGN_NAME = ALU
export DESIGN_NICKNAME = ALU
export VERILOG_FILES = /design/flow/design.v
export SDC_FILE = /design/flow/constraint.sdc
export NUM_CORES = 4
export LEC_CHECK = 1
export CORE_AREA = 10 10 111 111
export DIE_AREA = 0 0 121 121
--- constraint.sdc ---
current_design ALU

set clk_period 12.9
set clk_io_pct 0.2

create_clock -name clk0 -period $clk_period

set non_clock_inputs [all_inputs -no_clocks]
set_input_delay [expr $clk_period * $clk_io_pct] -clock clk0 $non_clock_inputs
set_output_delay [expr $clk_period * $clk_io_pct] -clock clk0 [all_outputs]
==> out/results.ini <==
[setup_path]
cpPeakStageDelay_ps = 680
worstSetupEndpointType = output port
startpoint_type = input port
cp_cell_sequence = clkdlybuf4s50_1, clkinv_1, nor2_1, nor2_1, xnor2_1, ha_1, and2_1, a221o_1, a31oi_1, o221ai_1, mux2i_1, o211a_1, o221ai_2, a2111oi_2, clkdlybuf4s50_1
cp_slowest_cell = clkdlybuf4s50_1
cp.required_ps = 10320
worstPathArrival_ps = 7570
crit_type = input port to output port
critPathMaxFanout = 27

[routing]
routedWlPerCell_um = 14.3
ant_nets = 0
via_per_inst = 4.81
num_vias = 2058
drtIter0Drc = 128
route.detailed.drc = 0
dr.pass1.iters = 4
antennaDiodeCount = 0
drt-total-wl_mm = 6.12

[sta]
tns_ps = 0
hold_slack_ps = 6290
fin_ws_ps = 2750
relSlewSlack_pct = 56.3
min_period_ps = 10150
worst_pin_slew_ps = 652
clock.fmax_mhz = 98.5
timing.final.crit_share_pct = 78.7
rsz0062_at_grt = no
slew_viol_final = 0
setup_viol = 0
finalHoldViolCount = 0

[layout]
postLayoutCoreUtil_pct = 23.9
n_clock_buffer = 0
final_cell_mix = clkdlybuf4s50_1 (51), o21ai_0 (23), nand2_1 (19), nand3_1 (17), ha_1 (17)
syn2layout_area_growth_pct = 37.6
instances_no_fill = 428
final_common_cell = clkdlybuf4s50_1
drive_gt1_share_pct = 4.41
finalInstanceArea_um2 = 2360
regArea_um2 = 0
ff_count = 0

[power_and_ir_drop]
combPwrFrac_pct = 100.0
seqPwrFrac_pct = 0
p_total_uw = 127
p_sw_uw = 63.2
pwr-share-clk_pct = 0
power_density_nw_per_um2 = 53.8
vdd_drop_max_uv = 16.8
internal_power_uw = 63.9
swShare_pct = 49.7
leakage_nw = 0.893

[die]
fp-row-count = 36
die_x_um = 121
die_h_um = 121
dieArea_um2 = 14600
initCoreUtil_pct = 17.4
io_pins = 51
core_area_um2 = 9860

[grt]
antenna_found_initial = 0
grt_pass1_wl_mm = 9.81
first_global_vias = 1911
grt_start_max_net_pins = 32
overflow = 0
grt.total_usage_pct = 8.04

[synthesis]
syn_area_um2 = 1720
yosysUniqueCellTypes = 56
synth_chip_area_um2 = 1720
synth_area_per_cell_um2 = 6.78
yosysTopAreaCell = ha_1
yosysWarnings = 1
topCellsByArea = ha_1 (12%), o21ai_0 (6.7%), xor2_1 (6.1%)
synth_cells = 253
top_cell_area_share_pct = 12.4
yosys_cells = 253
ys_seq_share_pct = 0

[place]
placed_area_um2 = 2360
port_buffers = 51
dp_hpwl_mm = 5.08
placed_cells = 428
gp_congestion = 0.915
dpl_worst_slack_ps = 2750

[run]
log.warning_count = 33
drv_cap = 0

[outcome]
status = finished, final reports clean

[min_path]
whs_path_depth = 5
min-delay-start = Ain[5]
hp-class = input port to output port
whs_endpoint = out[5]

[clock_tree]
ctsResizeCount = 0
post_cts_buffers = 0
ctsHoldBuffers = 0

[routing by layer]
layer	vias up	routed length (um)	GRT usage (%)
met3	2	602	2.22
met2	76	2560	12.5
met5	-	0	0
met1	921	2950	11.3
met4	0	2	0.302
li1	1059	-	-
[logic make-up (layout without fill, tap and decap cells)]
| family | after synthesis | count (layout) | share of synthesized area, % |
|---|---|---|---|
| compound gates | 91 | 91 | 38.5 |
| fa+ha+maj | 18 | 18 | 13.6 |
| xor+xnor | 20 | 20 | 10.2 |
| buf+inv | 21 | 63 | 4.67 |
| mux | 2 | 2 | 1.24 |
| simple gates | 101 | 101 | 31.8 |
[final cells by class]
| type | count | area [um2] |
|---|---|---|
| fillers | 1071 | 7500 |
| inverters | 11 | 41.3 |
| multi-input cells | 232 | 1640 |
| well taps | 133 | 166 |
| repair buffers | 52 | 518 |
[synth_stat cells, drive strengths merged (6+ instances only)]
cell type,number
nand3,17
xnor2,8
nand2,19
xor2,12
o31ai,6
inv,10
a21oi,16
nor2,16
ha,17
clkbuf,9
nor2b,7
o21ai,23
nor3,9
[power by group through the flow]
stage / Combinational (mW) / Clock, mW / Sequential (mW)
final: 0.127 / 0 / 0
after global routing: 0.142 / 0 / 0
after CTS: 0.128 / 0 / 0
[how the worst max path moves through the flow]
stage / start / to / depth (start not counted)
finish: ALUop[0] / Z / 15
global route: ALUop[0] / Z / 15
CTS: ALUop[0] / Z / 15
[critical path, delay by kind of cell]
kind	cells	cell delay, ps
compound gates	6	1550
mux	1	200
fa+ha+maj	1	380
simple gates	3	860
buf+inv	3	1840
xor+xnor	1	140
Power and IR drop assume default switching activity.
