==> flow/design.v <==
module lab5_top(KEY,SW,LEDR,HEX0,HEX1,HEX2,HEX3,HEX4,HEX5,CLOCK_50);
  input [3:0] KEY;
  input [9:0] SW;
  output [9:0] LEDR; 
  output [6:0] HEX0, HEX1, HEX2, HEX3, HEX4, HEX5;
  input CLOCK_50;
  wire [15:0] datapath_out, datapath_in;
  wire write, vsel, loada, loadb, asel, bsel, loadc, loads;
  wire [2:0] readnum, writenum;
  wire [1:0] shift, ALUop;
  input_iface IN(CLOCK_50, SW, datapath_in, write, vsel, loada, loadb, asel, 
                 bsel, loadc, loads, readnum, writenum, shift, ALUop, LEDR[8:0]);
  datapath DP ( .clk         (~KEY[0]),  
                .readnum     (readnum),
                .vsel        (vsel),
                .loada       (loada),
                .loadb       (loadb),
                .shift       (shift),
                .asel        (asel),
                .bsel        (bsel),
                .ALUop       (ALUop),
                .loadc       (loadc),
                .loads       (loads),
                .writenum    (writenum),
                .write       (write),  
                .datapath_in (datapath_in),
                .Z_out       (LEDR[9]),
                .datapath_out(datapath_out)
             );
  sseg H0(datapath_out[3:0],   HEX0);   
  sseg H1(datapath_out[7:4],   HEX1);
  sseg H2(datapath_out[11:8],  HEX2);
  sseg H3(datapath_out[15:12], HEX3);
  assign HEX4 = 7'b1111111;   
  assign HEX5 = 7'b1111111;   
endmodule
module input_iface(clk, SW, datapath_in, write, vsel, loada, loadb, asel, bsel, 
                   loadc, loads, readnum, writenum, shift, ALUop, LEDR);
  input clk;
  input [9:0] SW;
  output [15:0] datapath_in;
  output write, vsel, loada, loadb, asel, bsel, loadc, loads;
  output [2:0] readnum, writenum;
  output [1:0] shift, ALUop;
  output [8:0] LEDR;
  wire sel_sw = SW[9];  
  wire [15:0] datapath_in_next = sel_sw ? {8'b0,SW[7:0]} : datapath_in;
  vDFF #(16) DATA(clk,datapath_in_next,datapath_in);
  wire [8:0] ctrl_sw;
  wire [8:0] ctrl_sw_next = sel_sw ? ctrl_sw : SW[8:0];
  vDFF #(9) CTRL(clk,ctrl_sw_next,ctrl_sw);
  assign {readnum,vsel,loada,loadb,shift,asel,bsel,ALUop,loadc,loads,writenum,write}={
           ctrl_sw[3:1], ctrl_sw[4], ctrl_sw[5], ctrl_sw[6], 
           ctrl_sw[2:1], ctrl_sw[3], ctrl_sw[4], ctrl_sw[6:5], ctrl_sw[7], ctrl_sw[8],  
           ctrl_sw[3:1], ctrl_sw[0]    
  };
  assign LEDR = sel_sw ? ctrl_sw : {1'b0, datapath_in[7:0]};  
endmodule         
module vDFF(clk,D,Q);
  parameter n=1;
  input clk;
  input [n-1:0] D;
  output [n-1:0] Q;
  reg [n-1:0] Q;
  always @(posedge clk)
    Q <= D;
endmodule
module sseg(in,segs);
    input [3:0] in;
    output reg [6:0] segs;
    always @(*) begin
        case (in)
            4'b0000: segs = 7'b1000000;  
            4'b0001: segs = 7'b1111001;  
            4'b0010: segs = 7'b0100100;  
            4'b0011: segs = 7'b0110000;  
            4'b0100: segs = 7'b0011001;  
            4'b0101: segs = 7'b0010010;  
            4'b0110: segs = 7'b0000010;  
            4'b0111: segs = 7'b1111000;  
            4'b1000: segs = 7'b0000000;  
            4'b1001: segs = 7'b0010000;  
            4'b1010: segs = 7'b0001000;  
            4'b1011: segs = 7'b0000011;  
            4'b1100: segs = 7'b1000110;  
            4'b1101: segs = 7'b0100001;  
            4'b1110: segs = 7'b0000110;  
            4'b1111: segs = 7'b0001110;  
            default: segs = 7'b1111111;  
        endcase
    end
endmodule
==> flow/run.sh <==
#!/bin/bash
# OpenROAD 26Q1-2900-gdf79404cd8, Yosys 0.63+post, stock flow scripts
make -C /OpenROAD-flow-scripts/flow DESIGN_CONFIG=/design/flow/config.mk WORK_HOME=/design/flow/orfs finish
==> flow/config.mk <==
export PLATFORM = sky130hd
export DESIGN_NAME = input_iface
export DESIGN_NICKNAME = input_iface
export VERILOG_FILES = /design/flow/design.v
export SDC_FILE = /design/flow/constraint.sdc
export NUM_CORES = 4
export LEC_CHECK = 1
export CORE_AREA = 10 10 72 72
export DIE_AREA = 0 0 82 82
==> flow/constraint.sdc <==
current_design input_iface

set clk_period 1.0
set clk_io_pct 0.2

create_clock -name clk0 -period $clk_period [get_ports {clk}]

set non_clock_inputs [all_inputs -no_clocks]
set_input_delay [expr $clk_period * $clk_io_pct] -clock clk0 $non_clock_inputs
set_output_delay [expr $clk_period * $clk_io_pct] -clock clk0 [all_outputs]
==> flow_summary.yaml <==
# yosys + openroad results
clocking:
  ctsHtreeMaxLevel: 1
  cts-buffers-inserted: 3
  clk_pin_slew_ps: 60
  ctsRootBufferMaster: "sky130_fd_sc_hd__clkbuf_8"
  clk_path_buf_depth: 2
  cts_hold_buf: 0
  clock_sink_count: 17
  cts_tree: "done"
sta:
  timing.final.max_slew_violations: 0
  hold_viol_final: 0
  layout_worst_path_cycle_share_pct: 124
  timing.fmax_mhz: 810
  min_period_ps: 1240
  final_critical_path_setup_slack_ps: -235
  report.final.setup_viol: 32
  grt_setup_unrepaired: "true"
logic_synthesis:
  ys_ff: 17
  post_synth_inst_count: 46
  largest_area_cell: "sky130_fd_sc_hd__edfxtp_1"
  yosys-stat-area_um2: 785
  ys_warn_count: 2
  cell_variety_after_synth: 7
  synthesis.area_um2: 785
  postSynthAreaPerCell_um2: 17.1
  synth.top_cells.by_area: "sky130_fd_sc_hd__edfxtp_1 65%, sky130_fd_sc_hd__buf_4 16%, sky130_fd_sc_hd__mux2_4 15%, sky130_fd_sc_hd__buf_6 1.4%, sky130_fd_sc_hd__and2_2 0.96%"
  ys_cells: 46
  ys_seq_share_pct: 65.1
  top_area_share_pct: 65.1
global_routing:
  grt_pass1_vias: 572
  grt_util_all_layers_pct: 5.42
  grt_start_max_net_pins: 10
  antenna_found_initial: 0
  gr-total-overflow: 0
  grt_first_pass_wirelength_mm: 2.78
setup_path:
  crit_type: "reg2out"
  worst_setup_path_start_kind: "register"
  critPathMaxStageDelay_ps: 400
  setup.worst_path.end: "LEDR[2]"
  worstPathArrival_ps: 1040
  worst_path_max_delay_cell: "sky130_fd_sc_hd__edfxtp_1"
  crit_fanout: 2
  required_time_at_the_endpoint_of_the_critical_path_ps: 800
  worstSetupEndpointType: "output pin"
  worstPathCellList: "mux2_4 > buf_6"
  startpoint: "CTRL.Q[2]$_DFFE_PN_"
finish:
  final_core_utilization_pct: 38.0
  layout_cell_share_with_drive_strength_beyond_1_pct: 66.0
  area.growth.synth_to_final_pct: 78.6
  final_design_area_no_fill_um2: 1400
  finish.cell_count_without_fillers: 151
place:
  place_area_um2: 1280
  place_congestion: 0.730
  port_buffers: 45
  place_inst: 140
floorplanning:
  boundaryPins: 54
  num_rows: 22
  die_width_um: 82
  die_area_um2: 6720
  height_of_the_die_um: 82
  floorplanUtilization_pct: 21.3
  design.core.area_um2: 3690
hold_path:
  min_from: "SW[9]"
  hold_path_class: "in2reg"
pwr:
  power_leakage_nw: 0.625
  pwrdens_nw_per_um2: 1290
  total_power_w: 0.00180
  vdd_drop_max_uv: 423
run_status:
  failed_checks: "negative setup slack"
  run_status: "finished with violations"
drt:
  drt_first_pass_iters: 2
  totalWireLength_mm: 2.01
  route.antenna.diode_count: 0
  detail_route.vias_per_cell: 3.52
  drt_iter0_markers: 13
  via_count: 532
  route.antenna.remaining_nets: 0
  drc_errors: 0
  post_drt_wl_per_cell_um: 13.3
run:
  warnings: 27
  timing.max_cap.violations: 0
[routing by layer]
layer	wire length (um)	up-vias	global-route usage [%]	share of wire, %
li1	-	249	-	-
met1	668	245	5.44	33
met2	978	35	9.72	49
met3	336	3	3.08	17
met4	21	0	0.850	1.0
met5	0	-	0	0
[synthesized netlist by cell type]
master	count
sky130_fd_sc_hd__buf_4	17
sky130_fd_sc_hd__edfxtp_1	17
sky130_fd_sc_hd__mux2_4	8
sky130_fd_sc_hd__and2_2	1
sky130_fd_sc_hd__buf_6	1
sky130_fd_sc_hd__conb_1	1
sky130_fd_sc_hd__inv_1	1
[critical path, delay by kind of cell (launching register included)]
family | cells | cell delay (ps)
buffers and inverters | 1 | 110
flip-flops | 1 | 400
multiplexers | 1 | 280
[what timing repair did]
action                                  in CTS  in global routing
resized                                    137                 13
hold endpoints to repair                     0                  0
cloned                                       1                  0
endpoints found under the setup margin      46                 33
buffers inserted                            15                  2
pin swaps                                    1                  0
[state kept, by name, summed over array words and instances (netlist names)]
signal  count
CTRL.Q      9
DATA.Q      8
[cell families (layout without fill, tap and decap cells)]
kind of cell,after synthesis,in the layout,share of synthesized area (%)
muxes,8,8,15.3
buffers and inverters,19,69,18.2
DFF,17,17,65.1
other,1,8,0.478
and+or+nand+nor,1,1,0.957
[stage by stage]
step / hold slack (ps) / worst slack [ps] / setup TNS [ps]
after CTS: 385 / -226 / -5040
after global placement: 765 / -814 / -15190
after global routing: 387 / -284 / -5020
after detailed placement: 782 / -813 / -15300
final: 377 / -235 / -3720
after floorplan: 299 / 137 / 0
[where the power goes]
| part | total [W] | internal [W] | switching, W | leakage [nW] |
|---|---|---|---|---|
| clock | 0.000491 | 0.000282 | 0.000210 | 0.0228 |
| sequential | 0.000879 | 0.000849 | 0.0000298 | 0.166 |
| combinational | 0.000431 | 0.000329 | 0.000102 | 0.436 |
[worst min-delay path by stage]
| stage | endpoint | slack [ps] | cells past startpoint |
|---|---|---|---|
| final | DATA.Q[4]$_DFFE_PP_ | 380 | 2 |
| after CTS | DATA.Q[4]$_DFFE_PP_ | 390 | 2 |
| after global routing | DATA.Q[1]$_DFFE_PP_ | 390 | 2 |
[cell usage in the layout, fill, tap and decap left out]
cell type	Yosys	final
sky130_fd_sc_hd__and2_4	0	1
sky130_fd_sc_hd__buf_12	0	1
sky130_fd_sc_hd__buf_16	0	1
sky130_fd_sc_hd__buf_2	0	13
sky130_fd_sc_hd__buf_4	17	9
sky130_fd_sc_hd__buf_6	1	31
sky130_fd_sc_hd__clkbuf_1	0	1
sky130_fd_sc_hd__clkbuf_8	0	3
sky130_fd_sc_hd__clkdlybuf4s50_1	0	9
sky130_fd_sc_hd__clkinvlp_4	0	1
sky130_fd_sc_hd__conb_1	1	8
sky130_fd_sc_hd__edfxtp_1	17	17
sky130_fd_sc_hd__mux2_4	8	8
[cell type report]
cell class | count | area, um^2
clock buffers | 4 | 45.0
fillers | 345 | 2290
inverters | 1 | 7.51
multi-input cells | 17 | 159
flip-flops and latches | 17 | 510
well taps | 48 | 60.1
repair buffers | 64 | 619
Power and IR drop assume default switching activity.
